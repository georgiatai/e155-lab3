### design.v
module press_FSM(
	input  logic       clk, reset,
	input  logic       countDone,
	input  logic [3:0] rows, cols,
	output logic       updateKey, startDebounce,
	output logic [3:0] rowsAct, colsAct,
	output logic [1:0] state
);
    typedef enum logic [1:0] {
        IDLE,
        DEBOUNCE,
        HOLD,
        RELEASE
    } state_t;
	state_t currState, nextState;
	logic [3:0] rowsPrev, colsPrev;
	always_ff @(posedge clk, negedge reset) begin
		if (~reset) begin
			currState <= IDLE;
		end else begin
			currState <= nextState;
		end
	end
	always_ff @(posedge clk, negedge reset) begin
		if (~reset) begin
			rowsPrev  <= 4'b0;
			colsPrev  <= 4'b0;
		end else if ((nextState == DEBOUNCE) && ($onehot(rows))) begin  
			rowsPrev  <= rows;
			colsPrev  <= cols;
		end else begin
			rowsPrev  <= rowsPrev;
			colsPrev  <= colsPrev;
		end
	end
	always_comb begin
		case (currState)
			IDLE: begin
				if (rows != 4'b0)   
					nextState = DEBOUNCE;
				else
					nextState = IDLE;
			end
			DEBOUNCE: begin
				if (countDone)     
					nextState = HOLD;
				else if (cols == colsPrev && rows != rowsPrev)  
					nextState = IDLE;
				else
					nextState = DEBOUNCE;
			end
			HOLD: begin
				if ((cols == colsPrev) && (rows == 4'b0))      
					nextState = RELEASE;
				else
					nextState = HOLD;
			end
			RELEASE: begin
				if (countDone)    
					nextState = IDLE;
				else if (cols == colsPrev && rows == rowsPrev)  
					nextState = HOLD;
				else
					nextState = RELEASE;
			end
		endcase
	end
	assign rowsAct       = rowsPrev;
	assign colsAct       = colsPrev;
	assign startDebounce = (currState == DEBOUNCE || currState == RELEASE);  
	assign updateKey     = (nextState == HOLD && currState == DEBOUNCE);     
	assign state         = currState;
endmodule
### run.sh
#!/bin/bash
# OpenROAD 26Q1-2900-gdf79404cd8, Yosys 0.63+post, stock flow scripts
make -C /OpenROAD-flow-scripts/flow DESIGN_CONFIG=/design/flow/config.mk WORK_HOME=/design/flow/orfs finish
### config.mk
export PLATFORM = sky130hd
export DESIGN_NAME = press_FSM
export DESIGN_NICKNAME = press_FSM
export VERILOG_FILES = /design/flow/design.v
export SDC_FILE = /design/flow/constraint.sdc
export NUM_CORES = 4
export LEC_CHECK = 1
export CORE_AREA = 10 10 85 85
export DIE_AREA = 0 0 95 95
### constraint.sdc
current_design press_FSM

set clk_period 2.9
set clk_io_pct 0.2

create_clock -name clk0 -period $clk_period [get_ports {clk}]

set non_clock_inputs [all_inputs -no_clocks]
set_input_delay [expr $clk_period * $clk_io_pct] -clock clk0 $non_clock_inputs
set_output_delay [expr $clk_period * $clk_io_pct] -clock clk0 [all_outputs]
==> flow_summary.ini <==
; generated from flow reports
[power]
pwr_density_cell_nw_per_um2 = 832.8
ir_worst_vdd_mv = 0.3304
cellLeakagePower_nw = 0.4252

[setup_path]
worstSetupPathDepth = 6
cp_data_required_time_ps = 3010
timing.rr.end = rowsPrev[1]$_DFFE_PN0P_
crit_chain = clkdlybuf4s50_1 -> xor2_1 -> nor4_4 -> mux2i_1 -> o31ai_4 -> mux2_2
crit_path_start_kind = primary input
endpoint_kind = flop
r2r_cells = 5
reg2reg_from = rowsPrev[3]$_DFFE_PN0P_
cpMaxStageDelayCell = o31ai_4
critPathMaxFanout = 8
r2r_slack_ps = 780
cp_top_family = multiplexers
crit_type = in -> reg
path_buffers = 1
cp_data_arrival_time_ps = 2650
cpPeakStageDelay_ps = 540

[timing]
hold_violations = 0
min_period_ps = 2537
setup_tns_ps = 0
maxSlewViolCount = 0
setup_violations = 0
worst_pin_slew_ps = 533.4
relSlewSlack = 0.6444
fin_skew_ps = 4.061
rsz0062_at_grt = false
fmax_mhz = 394.2
post-route-period-util = 0.8749

[clocking]
clkLatencyLatePin_ps = 230
numCtsBuffers = 3
ctsHoldBuffers = 0
clockRootBuffer = clkbuf_8
cts_tree = yes
htree_levels = 1
cts_buffer_depth = 2
path_clk_slew_ps = 50
cts_sinks = 10

[cells_and_area]
combGateArea_um2 = 356.6
fillers = 617
fin_area_um2 = 1015
final_util = 0.1854
layout-drive-gt1-share = 0.2658
ff_latch_area_um2 = 250.2
area_growth_pct = 63.84

[logic_synthesis]
yosys.area.top_type_share = 0.4040
yosys.cell_types.count = 22
yosys_warnings = 1
yosysTopAreaCell = dfrtp_1
ys_ff = 10
yosys.stat.seqShare = 0.4040
synth_area_per_cell_um2 = 12.14
ys_area_um2 = 619.3
postSynthCellCount = 51
syn-cell-area_um2 = 619.3
yosys-top-cells-area = dfrtp_1 (40%), mux2_2 (15%), xnor2_1 (7.1%), xor2_1 (5.7%), ha_1 (4.0%)
ys_cells = 51

[global_routing]
grt_pass1_wl_um = 2663
antenna_found_initial = 0
grt_util_all_layers = 0.03875
grt_max_degree = 11
grt_pass1_vias = 528
grt-ovfl-total = 0

[routing]
vias_per_cell = 3.066
vias = 463
routedWlPerCell_um = 10.73
antennaDiodeCount = 0
drc = 0
first_pass_iters = 2
drtAntennaViolNets = 0
drt_iter0_drc = 8
wl_um = 1620

[placed_design]
post_dp_cell_area_um2 = 955.9
place.gp.congestion = 0.7468
portBuffers = 22

[job]
drv_cap = 0
warnings = 25

[min_path]
min_from = colsPrev[2]$_DFFE_PN0P_
min_to = colsPrev[2]$_DFFE_PN0P_
hp-class = reg -> reg
hold_depth = 1

[die]
fp-utilization = 0.1132
die_h_um = 95
core_um2 = 5473
num_rows = 27
dieWidth_um = 95
io_pins = 23
chipArea_um2 = 9025

[run_status]
outcome = finished, final reports clean
[flip-flops by register name, summed over array words and instances (netlist names)]
name	cells
colsPrev	4
currState	2
rowsPrev	4
[layer usage]
| layer | track usage | wire (um) |
|---|---|---|
| met5 | 0 | 0 |
| met4 | 0 | 0 |
| met3 | 0.02564 | 210 |
| met2 | 0.05664 | 651 |
| met1 | 0.05000 | 758 |
[cell type report]
cell class / count / area share
repair buffers: 26 / 0.2540
inverters: 5 / 0.01850
flip-flops and latches: 10 / 0.2466
clock buffers: 3 / 0.04069
multi-input cells: 35 / 0.3514
well taps: 72 / 0.08878
[what timing repair did]
item,CTS,global route
gates resized,1,5
cloned,0,0
endpoints found under the setup margin,8,8
pin swaps,0,1
buffers inserted,0,0
[how the worst max path moves through the flow]
stage,slack [ps],end,start
global route,210,rowsPrev[1]$_DFFE_PN0P_,rows[0]
CTS,10,rowsPrev[0]$_DFFE_PN0P_,rows[1]
finish,360,rowsPrev[1]$_DFFE_PN0P_,rows[0]
[cell usage after synthesis, drive strengths merged]
cell    instances
dfrtp          10
mux2            8
inv             5
xnor2           5
xor2            4
ha              2
nand3b          2
nor4            2
or3             2
and3b           1
clkbuf          1
fa              1
mux2i           1
nand2           1
nand4           1
nor2            1
nor4b           1
o21ai           1
o31ai           1
or3b            1
[cells in the final DEF, fill, tap and decap left out, drive strengths merged, types with 2 or more instances in the layout]
cell type,instances
nand3b,2
dfrtp,10
dlymetal6s2s,3
clkdlybuf4s50,19
nor4,2
clkbuf,3
xnor2,5
ha,2
mux2,8
xor2,4
inv,5
or3,2
buf,4
[cells by family (layout without fill, tap and decap cells)]
| logic type | count (synthesis) | in the layout | share of synthesized area |
|---|---|---|---|
| compound gates | 2 | 2 | 0.04242 |
| xor+xnor | 9 | 9 | 0.1273 |
| fa+ha+maj | 3 | 3 | 0.07272 |
| buf+inv | 6 | 34 | 0.03636 |
| flops | 10 | 10 | 0.4040 |
| mux | 9 | 9 | 0.1616 |
| simple gates | 12 | 12 | 0.1556 |
[report_power, final]
group          switching (mW)  internal (mW)
registers              0.0764          0.212
logic                   0.127          0.285
clock network          0.0530         0.0908
[metrics by stage]
step / hold WS, ps / std cells / power, mW / setup WS [ps]
after floorplan: 284.4 / 51 / 0.4692 / 211.3
after global placement: 535.2 / 148 / 0.7007 / -270.7
after detailed placement: 541.8 / 148 / 0.7035 / -244.1
after CTS: 552.7 / 151 / 0.8594 / 13.35
after global routing: 567.9 / 151 / 0.9254 / 208.3
final: 550.9 / 151 / 0.8451 / 362.9
Power figures rest on the tool's default switching activity, not on a simulated workload.
