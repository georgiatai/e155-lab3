### flow/config.mk
export PLATFORM = sky130hd
export DESIGN_NAME = digit_selector
export DESIGN_NICKNAME = digit_selector
export VERILOG_FILES = /design/flow/design.v
export SDC_FILE = /design/flow/constraint.sdc
export NUM_CORES = 4
export LEC_CHECK = 1
export CORE_AREA = 10 10 97 97
export DIE_AREA = 0 0 107 107
### flow/constraint.sdc
current_design digit_selector

set clk_period 3.1
set clk_io_pct 0.2

create_clock -name clk0 -period $clk_period [get_ports {clk}]

set non_clock_inputs [all_inputs -no_clocks]
set_input_delay [expr $clk_period * $clk_io_pct] -clock clk0 $non_clock_inputs
set_output_delay [expr $clk_period * $clk_io_pct] -clock clk0 [all_outputs]
### flow/design.v
module digit_selector(
	input  logic       clk, reset,
	input  logic [3:0] s0, s1,
	output logic       disp0, disp1,
	output logic [3:0] segDispHex
);
	logic [24:0] counter = 0;
	always_ff @(posedge clk, negedge reset) begin
		if (~reset) begin
			counter <= 0;
			disp0   <= 1;              
		end else if (counter >= 'd50000) begin
			disp0   <= ~disp0;         
			counter <= 0;
	  	end else begin
			counter <= counter + 1;
	  	end
	end
	assign disp1 = ~disp0;
	assign segDispHex = (disp0) ? s0 : s1;
endmodule
### flow/run.sh
#!/bin/bash
# OpenROAD 26Q1-2900-gdf79404cd8, Yosys 0.63+post, stock flow scripts
make -C /OpenROAD-flow-scripts/flow DESIGN_CONFIG=/design/flow/config.mk WORK_HOME=/design/flow/orfs finish
==> impl_metrics.tcl <==
# implementation run metrics
set metrics [dict create \
    drc 0 \
    cts_tree "done" \
    sw_frac_of_total_pct 17.6 \
    yosysWarnings 1 \
    worstSkewPairLatency_ps 260 \
    ys_cells 108 \
    hold_path_class "flip-flop to flip-flop" \
    finalSetupTns_ps 0 \
    dieHeight_um 107 \
    synthToLayoutAreaGrowth_pct 32.2 \
    worst_setup_path_end_kind "output port" \
    worst_ep_arrival_time_ps 1690 \
    ant_nets 0 \
    grt_pass1_wl_mm 3.73 \
    rsz0062_at_grt "false" \
    grt_pass1_vias 777 \
    utilization_pct 21.1 \
    drive_gt1_share_pct 9.63 \
    clk_path_buf_depth 2 \
    wl_mm 2.01 \
    drt_pass1_iterations 4 \
    cts_hold_buf 0 \
    crit_type "input port to output port" \
    power_frac_clock_pct 41.0 \
    tightest_slew_ps 546 \
    grt_use_total_pct 3.90 \
    cap_violations 0 \
    pin_count 16 \
    combPwrFrac_pct 6.1 \
    clock_skew_ps 1.62 \
    fp-utilization_pct 15.9 \
    cellLeakagePower_nw 0.582 \
    insertedDiodeCount 0 \
    vias_per_cell 3.43 \
    path_max_fanout 1 \
    fp.coreArea_mm2 0.00729 \
    worstSetupStartpoint "s0[3]" \
    fin_crit_ps 2310 \
    antenna_found_initial 0 \
    status "complete, no violations" \
    clk_pin_slew_ps 80 \
    die_w_um 107 \
    hold_violations 0 \
    ff_type "dfrtp_1" \
    top_cells_by_area "dfrtp_1 (54%), xnor2_1 (6.8%), nor2_1 (6.5%)" \
    p_int_w 0.000547 \
    relSlewSlack_pct 63.6 \
    synth.yosys.seq_area_share_pct 56.1 \
    numCtsBuffers 3 \
    top_cells_by_count "dfrtp_1 (25), nor2_1 (20), xnor2_1 (9)" \
    nFillCells 816 \
    cts_resized 0 \
    sequentialPowerShare_pct 52.9 \
    wl_per_cell_um 8.60 \
    ctsHtreeMaxLevel 1 \
    timing.rr.start "counter[0]$_DFF_PN0_" \
    post-route-period-util_pct 74.5 \
    hold_start "counter[0]$_DFF_PN0_" \
    dpl.hpwl_mm 1.51 \
    yosysChipArea_mm2 0.00116 \
    async_flop_share_pct 100 \
    avgSynthCellArea_um2 10.8 \
    power_density_mw_per_mm2 433 \
    ys.flops 26 \
    vdd_drop_max_uv 158 \
    warning_count 26 \
    cts.sinks 26 \
    portBuffers 15 \
    final_cells 234 \
    cts_setup_buffers 0 \
    top_area_cell "dfrtp_1" \
    final-setup-viol-count 0 \
    synth.distinct_cells 24 \
    synth_area_mm2 0.00116 \
    cp-start-kind "input port" \
    dieArea_mm2 0.0114 \
    core.rowCount 31 \
    place_inst 230 \
    worst_hold_slack_ps 489 \
    drt_iter0_drc 62 \
    grt_max_degree 27 \
    p_sw_w 0.000117 \
    clockRootBuffer "clkbuf_8" \
    synth_cells 108 \
    yosysMostFrequentCell "dfrtp_1" \
    place_congestion 0.830 \
    vias 803 \
    synthDominantCellAreaShare_pct 53.9 \
    edf_count 0 \
    grt_overflow 0 \
    fmax_ghz 0.433 \
    drv_slew 0 \
    required_ps 2480 \
]
## stage by stage
| step | instance area [um2] | setup slack (ps) | power (W) |
|---|---|---|---|
| after CTS | 1540 | 781 | 0.000676 |
| after global routing | 1540 | 749 | 0.000699 |
| after detailed placement | 1460 | 779 | 0.000400 |
| final | 1540 | 791 | 0.000664 |
| after global placement | 1460 | 789 | 0.000399 |
| after floorplan | 1190 | 1620 | 0.000365 |
## per-layer routing
metal / GRT usage, % / vias up / share of wire (%)
met4: 0.387 / 0 / 0
met3: 1.64 / 0 / 7.5
met2: 5.44 / 25 / 41
met1: 5.69 / 376 / 52
met5: 0 / - / 0
li1: - / 402 / -
## cells by family (layout without fill, tap and decap cells)
| kind of cell | Yosys count | after routing | synth area share [%] |
|---|---|---|---|
| compound gates | 5 | 5 | 3.34 |
| mux | 4 | 4 | 3.88 |
| simple gates | 47 | 47 | 19.9 |
| fa+ha+maj | 2 | 2 | 2.15 |
| other cells | 1 | 9 | 0.323 |
| buf+inv | 9 | 28 | 3.66 |
| flops | 26 | 26 | 56.1 |
| xor+xnor | 14 | 14 | 10.6 |
## cells in the final DEF, fill, tap and decap left out
cell type	n
buf_4	2
nor4_2	1
o211ai_1	1
nor2_1	20
and3_1	4
xnor2_1	9
o311ai_2	1
nand2_1	6
ha_1	2
nor3_1	2
and4_1	2
nor4_1	3
nand3_1	7
clkdlybuf4s50_1	15
dfstp_2	1
nand4_1	1
mux2_2	4
inv_1	7
o21ai_0	1
conb_1	9
xor2_1	5
nand4b_1	1
bufinv_16	1
dfrtp_1	25
clkbuf_8	3
a21oi_1	2
## power groups by stage
stage     Combinational [W]  Sequential (W)  Clock [W]
5_1_grt           0.0000461        0.000352   0.000301
6_report          0.0000404        0.000351   0.000273
4_1_cts           0.0000421        0.000351   0.000283
## flip-flops by register name, summed over array words and instances (netlist names)
| name | cells |
|---|---|
| disp0 | 1 |
| counter | 25 |
## path summary, 6_finish.rpt
check | slack [ps] | depth (start not counted) | end
worst min-delay path | 490 | 1 | counter[0]$_DFF_PN0_
worst min register to register | 490 | 1 | counter[0]$_DFF_PN0_
worst max-delay path | 790 | 3 | segDispHex[3]
worst max register to register | 1360 | 8 | disp0$_DFFE_PN1P_
min in group asynchronous | 720 | 2 | counter[13]$_DFF_PN0_
max in group asynchronous | 2090 | 2 | disp0$_DFFE_PN1P_
## final cells by class
class / instances / area (um2) / area share (%)
Multi-Input combinational cell: 81 / 497 / 32.4
Tap cell: 99 / 124 / 8.07
Sequential cell: 26 / 652 / 42.5
Clock buffer: 3 / 41.3 / 2.69
Inverter: 7 / 26.3 / 1.71
Timing Repair Buffer: 17 / 165 / 10.8
Clock inverter: 1 / 30.0 / 1.96
## critical path: stages
cell and delay, ps:
clkdlybuf4s50_1 400, mux2_2 260, clkdlybuf4s50_1 410
Power figures rest on the tool's default switching activity, not on a simulated workload.
