`design/flow/design.v`:
```
module debouncer(
	input  logic clk, reset, start,
	output logic countDone
);
	logic [24:0] counter = 0;
	always_ff @(posedge clk, negedge reset) begin
		if (~reset) begin
			counter   <= 0;
			countDone <= 0;
		end else if (start) begin   
			if (counter >= 'd600000) begin
				countDone <= 1;
				counter   <= 0;
			end else begin
				counter   <= counter + 1;
				countDone <= 0;
			end
		end
	end
endmodule
```
`design/flow/run.sh`:
```
#!/bin/bash
# OpenROAD 26Q1-2900-gdf79404cd8, Yosys 0.63+post, stock flow scripts
make -C /OpenROAD-flow-scripts/flow DESIGN_CONFIG=/design/flow/config.mk WORK_HOME=/design/flow/orfs finish
```
`design/flow/config.mk`:
```
export PLATFORM = sky130hd
export DESIGN_NAME = debouncer
export DESIGN_NICKNAME = debouncer
export VERILOG_FILES = /design/flow/design.v
export SDC_FILE = /design/flow/constraint.sdc
export NUM_CORES = 4
export LEC_CHECK = 1
export CORE_AREA = 10 10 114 114
export DIE_AREA = 0 0 124 124
```
`design/flow/constraint.sdc`:
```
current_design debouncer

set clk_period 2.7
set clk_io_pct 0.2

create_clock -name clk0 -period $clk_period [get_ports {clk}]

set non_clock_inputs [all_inputs -no_clocks]
set_input_delay [expr $clk_period * $clk_io_pct] -clock clk0 $non_clock_inputs
set_output_delay [expr $clk_period * $clk_io_pct] -clock clk0 [all_outputs]
```
==> impl_metrics.py <==
# Auto-generated metrics
metrics = {
    "logic_synthesis": {
        "synth_flops": 26,
        "synth_cells": 153,
        "largest_area_cell": "dfrtp_1",
        "ys_chip_area_mm2": 0.00140,
        "synth_top_flop_cell": "dfrtp_1",
        "yosys_warnings": 1,
        "synth_area_mm2": 0.00140,
        "area_leaders": "dfrtp_1, xnor2_1, nor2_1",
        "syn_area_per_cell_um2": 9.13,
        "synth-async-reset-ratio_pct": 100,
        "synth.most_common_cell": "nor2_1",
        "ys_seq_share_pct": 46.6,
        "common_cells": "nor2_1, dfrtp_1, xnor2_1",
        "synthDistinctLibCells": 31,
        "ys_cells": 153,
        "synth-edff-count": 0,
        "yosysTopAreaCellShare_pct": 46.6,
    },
    "timing": {
        "worst_pin_slew_ns": 0.497,
        "skew_ns": 0.00207,
        "rsz0062_at_grt": "no",
        "finalCriticalPeriod_ns": 2.22,
        "fin_crit_sh_pct": 82.4,
        "maxSlewViolCount": 0,
        "final_hold_viol_count": 0,
        "relSlewSlack_pct": 66.9,
        "fmax_mhz": 450,
        "setup_tns_ns": 0,
        "setup_viol": 0,
    },
    "global_route": {
        "grt_pass1_wl_um": 4830,
        "overflow": 0,
        "grt_use_total_pct": 3.72,
        "antenna_found_initial": 0,
        "grt_pass1_vias": 1016,
        "grt_max_degree": 27,
    },
    "floorplan": {
        "die_width_um": 124,
        "fp_util_pct": 13.4,
        "die_area_mm2": 0.0154,
        "coreArea_mm2": 0.0104,
        "io_pins": 4,
        "rows": 37,
        "dieHeight_um": 124,
    },
    "placement": {
        "portBuffers": 3,
        "place.gp.congestion": 0.828,
        "hpwl_um": 1940,
        "dp_cells": 292,
    },
    "routing": {
        "dr.pass1.iters": 4,
        "ant_nets": 0,
        "num_vias": 1045,
        "routed_wl_um": 2670,
        "first_iter_violations": 47,
        "vias_per_cell": 3.53,
        "wl_per_cell_um": 9.01,
        "num_antenna_cells": 0,
        "drc_errors": 0,
    },
    "worst_setup_path": {
        "timing.rr.start": "counter[7]",
        "crit_fanout": 14,
        "critPathLaunch": "counter[7]",
        "required_ns": 2.86,
        "cp.arrival_ns": 2.39,
        "path_class": "register to register",
        "startpoint_type": "register",
        "end_kind": "register",
    },
    "power": {
        "ir_worst_vdd_mv": 0.453,
        "p_leak_nw": 0.645,
        "power_density_mw_per_mm2": 531,
    },
    "finish": {
        "post_layout_nonfiller_instances": 296,
        "areaGrowthSynthToFinish_pct": 19.1,
        "num-fill-cells": 1171,
        "drive_gt1_share_pct": 7.50,
    },
    "cts": {
        "cts_tree": "yes",
        "ctsHoldBuffers": 0,
        "cts_resized": 0,
        "cts_buffer_depth": 2,
        "cts_sinks": 26,
        "root_buffer": "clkbuf_8",
        "cts-buffers-inserted": 3,
        "path_clk_slew_ns": 0.09,
        "clock.latency.late_pin_ns": 0.27,
        "htree_num_levels": 1,
        "cts_setup_buffers": 0,
    },
    "min_path": {
        "hold_class": "register to register",
        "min_from": "counter[10]",
    },
    "run": {
        "cap_violations": 0,
        "tool_warnings": 26,
    },
    "status": {
        "status": "complete, no violations",
    },
}
==> per-stage QoR <==
stage                     util [%]  setup slack [ns]  power [W]  cell area [um2]  hold slack [ns]
after CTS                     16.0             0.456   0.000895             1660            0.560
after global placement        15.4             0.429   0.000643             1610            0.534
final                         16.0             0.476   0.000884             1660            0.557
after global routing          16.0             0.304   0.000950             1660            0.599
after floorplan                  -             0.957   0.000593             1400            0.244
after detailed placement      15.4             0.429   0.000644             1610            0.541
==> layer usage <==
| layer | part of all wire (%) | GRT usage, % |
|---|---|---|
| met1 | 52 | 5.42 |
| met2 | 44 | 5.73 |
| met3 | 3.9 | 0.872 |
| met4 | 0.71 | 0.288 |
| met5 | 0 | 0 |
==> layout make-up <==
cell class | count | area, um2 | share of cell area (%)
clock buffers | 4 | 55.1 | 3.31
repair buffers | 7 | 72.6 | 4.36
inverters | 8 | 30.0 | 1.81
well taps | 136 | 170 | 10.2
multi-input cells | 115 | 684 | 41.2
flip-flops and latches | 26 | 651 | 39.1
==> layout by cell type (no fill, tap or decap), drive strengths merged <==
master / n
ha: 2
clkdlybuf4s50: 3
o211ai: 1
a21boi: 1
or3: 1
nor4b: 1
or2: 2
nor4: 7
o31a: 1
xor2: 7
o311ai: 1
inv: 8
buf: 4
o22ai: 2
and3: 5
a21oi: 1
nor3b: 1
a31o: 1
a31oi: 1
nor2: 32
nand4: 8
xnor2: 14
nor4bb: 1
clkbuf: 4
nand3: 7
dfrtp: 26
nor3: 2
nand2: 12
o21ai: 4
==> path summary, 6_finish.rpt <==
kind                               end  slack (ns)  cells past startpoint
hold reg to reg            counter[10]        0.56                      2
min in group asynchronous  counter[20]        0.64                      2
max in group asynchronous   counter[4]        1.81                      2
setup reg to reg           counter[10]        0.48                      6
hold / removal             counter[10]        0.56                      2
setup / recovery           counter[10]        0.48                      6
==> critical path, cell delays in order (launching register included) <==
cell and delay (ns):
dfrtp_1 0.41, nand4_1 0.17, or2_0 0.41, o31a_1 0.44
a21boi_2 0.43, buf_12 0.20, nor2_1 0.05
==> sequential cells by signal, summed over array words and instances (netlist names) <==
name,cells
counter,25
countDone,1
==> kinds of logic after synthesis <==
kind of cell	after synthesis	share of synthesized area [%]
flops	26	46.6
buf+inv	12	4.39
simple gates	79	27.7
xor+xnor	21	13.2
fa+ha+maj	2	1.79
compound gates	13	6.36
==> power by group <==
part | total (W) | internal (W) | switching (W)
logic | 0.000148 | 0.0000671 | 0.0000807
registers | 0.000488 | 0.000434 | 0.0000540
clock network | 0.000248 | 0.000130 | 0.000118
total | 0.000884 | 0.000631 | 0.000252
Power figures rest on the tool's default switching activity, not on a simulated workload.
